**flow/design.v**
```verilog
`timescale 1ns/10ps
module brcomp
#(
	parameter data_width = 32
)
(
	input logic [data_width-1:0] rs1_data_i,
	input logic [data_width-1:0] rs2_data_i,
	input logic br_unsigned_i,
	output logic br_less_o,
	output logic br_equal_o
);
logic lwt, eql, neg1, neg2; 	 
logic [data_width-1:0] temp_num1, n1;
logic [data_width-1:0] temp_num2, n2;
logic [1:0] status;				 
assign neg1 = ((br_unsigned_i == 0) && (rs1_data_i[31] == 1)) ? 1 : 0;
assign neg2 = ((br_unsigned_i == 0) && (rs2_data_i[31] == 1)) ? 1 : 0;
assign status = {neg1,neg2};
two_comp2bin pos_bin1(
	.two_comp_num	(rs1_data_i),
	.bin_num			(temp_num1)
);
two_comp2bin pos_bin2(
	.two_comp_num	(rs2_data_i),
	.bin_num			(temp_num2)
);
assign n1 = (br_unsigned_i == 1) ? rs1_data_i : temp_num1;
assign n2 = (br_unsigned_i == 1) ? rs2_data_i : temp_num2;
compare comp(
	.num1		(n1),
	.num2		(n2),
	.less		(lwt),
	.equal	(eql)
);
always_comb begin
	case (br_unsigned_i)              
		1'b1: begin                          
			br_less_o = lwt;
			br_equal_o = eql;
			end
		1'b0: begin                          
			case (status)
				2'b00: begin                     
					br_less_o = lwt;
					br_equal_o = eql;
				end
				2'b01: begin                     
					br_less_o = 1'b0;
					br_equal_o = 1'b0;
				end
				2'b10: begin                     
					br_less_o = 1'b1;
					br_equal_o = 1'b0;
				end
				2'b11: begin                     
					br_less_o = ~lwt ^ eql;        
					br_equal_o = eql;
				end
			endcase
			end
	endcase
end
endmodule
module compare
#(
	parameter data_width = 32
)
(
	input logic [data_width-1:0] num1,
	input logic [data_width-1:0] num2,
	output logic less,
	output logic equal
);
logic [data_width-1:0] temp_num;
assign temp_num = num1 + ~num2 + 1;                                                       
assign equal = (num1 == num2) ? 1 : 0;                                                    
assign less = ((num1[31] == 1) && (num2[31] == 0)) ? 0 : ((temp_num[31] == 1) ? 1 : 0);   
endmodule: compare
module two_comp2bin(
	input logic [31:0] two_comp_num,
	output logic [31:0] bin_num
);
wire [31:0] temp_num, neg_num;
assign neg_num = ~two_comp_num + 1;
assign temp_num = (two_comp_num[31] == 1) ? neg_num : two_comp_num;
assign bin_num[31] = temp_num[31];
assign bin_num[30:0] = (temp_num[30:0] ^ temp_num[31]) ^ temp_num[31];
endmodule: two_comp2bin
```
**flow/run.sh**
```bash
#!/bin/bash
# OpenROAD 26Q1-2900-gdf79404cd8, Yosys 0.63+post, stock flow scripts
make -C /OpenROAD-flow-scripts/flow DESIGN_CONFIG=/design/flow/config.mk WORK_HOME=/design/flow/orfs finish
```
**flow/config.mk**
```make
export PLATFORM = sky130hd
export DESIGN_NAME = brcomp
export DESIGN_NICKNAME = brcomp
export VERILOG_FILES = /design/flow/design.v
export SDC_FILE = /design/flow/constraint.sdc
export NUM_CORES = 4
export LEC_CHECK = 1
export CORE_UTILIZATION = 30
```
**flow/constraint.sdc**
```tcl
current_design brcomp

set clk_period 10.9
set clk_io_pct 0.2

create_clock -name clk0 -period $clk_period

set non_clock_inputs [all_inputs -no_clocks]
set_input_delay [expr $clk_period * $clk_io_pct] -clock clk0 $non_clock_inputs
set_output_delay [expr $clk_period * $clk_io_pct] -clock clk0 [all_outputs]
```
==> deck_impl_summary.md <==
Key Metrics from the Run

Finish
  – Reg area: 0 um2
  – Fraction of final layout cells sized beyond drive strength 1: 5.38%
  – Area growth syn-to-layout: 37.0%
  – Clock buffer count: 0
  – Flop Count: 0

Synth
  – Syn Area/Cell: 7.41 um2
  – Post-synth seq share: 0%
  – Ys cells: ~290
  – Top-area cell share: between 20% and 30%
  – Synth area leader: ha_1
  – Top cells, area: ha_1, xnor2_1, xor2_1
  – Cell Type Count: 52
  – Yosys chip area: 2130 um2
  – Cells after Synth: 288
  – Synthesis Warnings: 1
  – Synthesized cell area: around 2100 um2

Timing
  – Slew headroom: roughly half
  – Setup TNS: 0 ps
  – Final-report hold violation count: 0
  – F_max: 0.114 GHz
  – Period minus WS final: about 8800 ps
  – Pin slew with the least headroom to its limit: about 750 ps
  – Post-layout period usage: 80.3%
  – Setup violations, final: 0
  – Final max-slew violation count: 0
  – RSZ-0062 raised after global routing: false

Worst setup path
  – Critical Path AT: between 6000 and 7000 ps
  – Critical Path End Type: output port
  – Crit path launch type: primary input
  – Critical path class: primary input to output port
  – Critical Path RT: 8720 ps
  – Max FO, Critical Path: 5

Placed design
  – # port buffers: 67
  – Detail Placement HPWL: between 5000 and 6000 um
  – Gpl congestion: between 0.8 and 0.9

Global route
  – First-pass GRT wire length: around 9700 um
  – Number of global-route vias before repair: approximately 2200
  – Pin count of the biggest net entering global routing: 20
  – Initial antenna violation count: 0
  – Total gr overflow: 0
  – Gr usage total: ~16%

CTS
  – Post-CTS sizing: 0
  – Postcts setup bufs: 0
  – Hold buffers post-CTS: 0

Route
  – Detailed-route vias per instance: between 5 and 6
  – Iteration-0 DRC count of the detailed router: between 90 and 100
  – ANT nets after route: 0
  – Drt pass-1 iters: 4
  – Wirelength, routed: about 5900 um
  – Antenna diode count: 0
  – Vias: 2314
  – Avg WL per Cell: about 13 um
  – DRC viols: 0

Pwr
  – Tot Pwr: roughly 0.12 mW
  – VDD IR max: roughly 0.025 mV
  – PD cells: ~42 nW/um2
  – Leak pwr: approximately 1.1 nW

Job
  – OpenROAD warning count: 33
  – Max Cap Viol: 0

Floorplan
  – Die X: 86.4 um
  – Core Density at Floorplan: 31.2%
  – I/O pin count: about 67
  – Die Y: about 86 um
  – Chip area: 7460 um2
  – Core area: about 6800 um2
  – FP Rows: 30

Outcome
  – Status: finished clean

Worst hold path
  – Hold Crit Class: primary input to output port
per-layer routing:
layer | up-vias | routed length, um | global-route usage [%]
met5 | - | 0 | 0
met4 | 0 | 22 | 0.909
met3 | 2 | 250 | 0.483
met2 | 38 | 2820 | 28.9
met1 | 1052 | 2820 | 22.6
li1 | 1222 | - | -
cells in the mapped netlist, types with 2 or more instances:
cell / n
o31a_1: 2
clkbuf_1: 2
nand2_2: 2
a31oi_1: 3
o21ai_0: 12
nand3b_1: 2
nor4b_1: 2
nand2b_1: 2
or3_1: 2
or4_1: 4
buf_1: 2
nor2b_1: 3
o41ai_2: 4
ha_1: 36
nor3_1: 7
a21oi_1: 32
inv_1: 9
xnor2_1: 31
o41ai_1: 3
nor4_1: 9
nand2_1: 13
nor2_1: 27
o31ai_1: 10
xor2_1: 27
a21o_1: 4
nand4_1: 9
nand3_1: 4
power breakdown:
group          leakage, nW  internal (mW)  switching (mW)
combinational         1.10         0.0631          0.0602
sequential               0              0               0
clock                    0              0               0
total                 1.10         0.0631          0.0602
layout by cell type (no fill, tap or decap), drive strengths merged, types with 3 or more instances in the layout:
| master | count |
|---|---|
| o31ai | 10 |
| xor2 | 27 |
| nand2 | 15 |
| nand3 | 5 |
| nor4 | 10 |
| nor2 | 27 |
| ha | 36 |
| a21oi | 33 |
| nor3 | 9 |
| xnor2 | 31 |
| nand4 | 9 |
| or4 | 6 |
| a21o | 4 |
| o41ai | 8 |
| inv | 9 |
| o21ai | 14 |
| nor2b | 3 |
| a31oi | 3 |
| clkdlybuf4s50 | 67 |
metrics by stage:
stage	std cells	util, %	cell area [um2]	hold WS [ps]	worst slack [ps]
3_3_place_gp	449	42.8	2930	5440	2150
4_1_cts	449	42.8	2930	5430	2120
3_5_place_dp	449	42.8	2930	5420	2150
6_report	449	42.8	2930	5420	2150
2_1_floorplan	288	-	2130	4470	3680
5_1_grt	449	42.8	2930	5480	1770
logic make-up (layout without fill, tap and decap cells):
group / Yosys count / in the layout / synth area share [%]
mux: 2 / 2 / 0.996
xor+xnor: 58 / 58 / 23.8
buf+inv: 14 / 79 / 2.46
fa+ha+maj: 36 / 36 / 21.1
compound gates: 80 / 80 / 25.9
simple gates: 98 / 98 / 25.8
layout make-up:
| type | instances | area, um2 |
|---|---|---|
| fillers | 707 | 3910 |
| inverters | 10 | 37.5 |
| repair buffers | 69 | 686 |
| well taps | 96 | 120 |
| multi-input cells | 274 | 2080 |
worst max-delay path, stage by stage:
cell and delay [ps]:
clkdlybuf4s50_1 430, inv_1 90, ha_1 170, nor3b_1 630, nand2_2 220, o41ai_4 570
nand2_1 120, xor2_1 170, ha_1 290, nand4_1 140, nor4_1 330, nand3_1 210
mux2_2 270, a31oi_1 70, mux2i_1 180, clkdlybuf4s50_1 490
path summary, 6_finish.rpt:
path	start	end	cells past startpoint
max	rs1_data_i[0]	br_less_o	16
min	br_unsigned_i	br_equal_o	4
Power figures rest on the tool's default switching activity, not on a simulated workload.
